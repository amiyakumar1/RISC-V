==> design/flow/design.v <==
interface bmem_itf(
    input   bit         clk,
    input   bit         rst
);
    logic   [31:0]      addr;
    logic               read;
    logic               write;
    logic   [63:0]      rdata;
    logic   [63:0]      wdata;
    logic               resp;
    bit                 error = 1'b0;
    modport dut (
        input           clk,
        input           rst,
        output          addr,
        output          read,
        output          write,
        input           rdata,
        output          wdata,
        input           resp
    );
    modport mem (
        input           clk,
        input           rst,
        input           addr,
        input           read,
        input           write,
        output          rdata,
        input           wdata,
        output          resp,
        output          error
    );
    modport mon (
        input           clk,
        input           rst,
        input           addr,
        input           read,
        input           write,
        input           rdata,
        input           wdata,
        input           resp,
        output          error
    );
endinterface
interface mem_itf(
    input   bit         clk,
    input   bit         rst
);
    logic   [31:0]      addr;
    logic               read;
    logic               write;
    logic   [3:0]       wmask;
    logic   [31:0]      rdata;
    logic   [31:0]      wdata;
    logic               resp;
    bit                 error = 1'b0;
    modport dut (
        input           clk,
        input           rst,
        output          addr,
        output          read,
        output          write,
        output          wmask,
        input           rdata,
        output          wdata,
        input           resp
    );
    modport mem (
        input           clk,
        input           rst,
        input           addr,
        input           read,
        input           write,
        input           wmask,
        output          rdata,
        input           wdata,
        output          resp,
        output          error
    );
    modport mon (
        input           clk,
        input           rst,
        input           addr,
        input           read,
        input           write,
        input           wmask,
        input           rdata,
        input           wdata,
        input           resp,
        output          error
    );
endinterface
interface mon_itf(
    input   bit             clk,
    input   bit             rst
);
            logic           valid;
            logic   [63:0]  order;
            logic   [31:0]  inst;
            logic           halt;
            logic   [4:0]   rs1_addr;
            logic   [4:0]   rs2_addr;
            logic   [31:0]  rs1_rdata;
            logic   [31:0]  rs2_rdata;
            logic   [4:0]   rd_addr;
            logic   [31:0]  rd_wdata;
            logic   [31:0]  pc_rdata;
            logic   [31:0]  pc_wdata;
            logic   [31:0]  mem_addr;
            logic   [3:0]   mem_rmask;
            logic   [3:0]   mem_wmask;
            logic   [31:0]  mem_rdata;
            logic   [31:0]  mem_wdata;
            bit             error = 1'b0;
endinterface
package types;
typedef logic [4:0] rv32i_reg;
typedef enum logic [6:0] {
    op_lui   = 7'b0110111,  
    op_auipc = 7'b0010111,  
    op_jal   = 7'b1101111,  
    op_jalr  = 7'b1100111,  
    op_br    = 7'b1100011,  
    op_load  = 7'b0000011,  
    op_store = 7'b0100011,  
    op_imm   = 7'b0010011,  
    op_reg   = 7'b0110011,  
    op_csr   = 7'b1110011   
} rv32i_opcode;
typedef enum logic [2:0] {
    beq  = 3'b000,
    bne  = 3'b001,
    blt  = 3'b100,
    bge  = 3'b101,
    bltu = 3'b110,
    bgeu = 3'b111
} branch_funct3_t;
typedef enum logic [2:0] {
    lb  = 3'b000,
    lh  = 3'b001,
    lw  = 3'b010,
    lbu = 3'b100,
    lhu = 3'b101
} load_funct3_t;
typedef enum logic [2:0] {
    sb = 3'b000,
    sh = 3'b001,
    sw = 3'b010
} store_funct3_t;
typedef enum logic [2:0] {
    add  = 3'b000,  
    sll  = 3'b001,
    slt  = 3'b010,
    sltu = 3'b011,
    axor = 3'b100,
    sr   = 3'b101,  
    aor  = 3'b110,
    aand = 3'b111
} arith_funct3_t;
typedef enum logic [2:0] {
    alu_add = 3'b000,
    alu_sll = 3'b001,
    alu_sra = 3'b010,
    alu_sub = 3'b011,
    alu_xor = 3'b100,
    alu_srl = 3'b101,
    alu_or  = 3'b110,
    alu_and = 3'b111
} alu_ops;
typedef enum logic [2:0] {
    mul     = 3'b000,
    mulh    = 3'b001,
    mulhsu  = 3'b010,
    mulhu   = 3'b011,
    div     = 3'b100,
    divu    = 3'b101,
    rem     = 3'b110,
    remu    = 3'b111
} mul_funct3_t;
typedef enum logic [2:0] {
    alu_mul     = 3'b000,
    alu_mulh    = 3'b001,
    alu_mulhsu  = 3'b010,
    alu_mulhu   = 3'b011,
    alu_div     = 3'b100,
    alu_divu    = 3'b101,
    alu_rem     = 3'b110,
    alu_remu    = 3'b111
} mul_ops;
typedef enum logic [1:0] {
    no_haz      = 2'b00,
    ex_mem_haz  = 2'b01,
    mem_wb_haz  = 2'b10
} forward_t;
typedef struct packed {
    logic [31:0] dmem_address;
    logic        dmem_read;
    logic        dmem_write;
    logic [3:0]  dmem_rmask;
    logic [3:0]  dmem_wmask;
    logic [31:0] dmem_rdata;
    logic [31:0] dmem_wdata;
    logic        dmem_resp;
} dmem_t;
typedef struct packed {
    logic       alumux1_sel;
    logic [2:0] alumux2_sel;
    logic       cmpmux_sel;
    logic [2:0] aluop;
    logic [2:0] cmpop;
    logic       marmux_sel;
    logic [3:0] regfilemux_sel;
    logic       dmem_read;
    logic       dmem_write;
    logic       load_regfile;
} ctrl_word_t;
typedef struct packed {
    rv32i_opcode opcode;
    logic [2:0] funct3;
    logic [6:0] funct7;
    logic [31:0] i_imm;
    logic [31:0] s_imm;
    logic [31:0] b_imm;
    logic [31:0] u_imm;
    logic [31:0] j_imm;
    logic [4:0] rs1;
    logic [4:0] rs2;
    logic [4:0] rd;
} instruction_t;
typedef struct packed {
    logic [31:0] rs1_data;
    logic [31:0] rs2_data;
    logic [31:0] pc_out;
    logic [31:0] pcmux_out;
} register_out_t;
typedef struct packed {
    register_out_t reg_out;   
    logic [31:0] ir;
    logic valid;
    logic br_taken;
    logic [31:0] br_pc;
    logic [63:0] order;
} if_id_t;
typedef struct packed {
    register_out_t reg_out;
    instruction_t instr;
    ctrl_word_t ctrl;
    logic [31:0] ir;
    logic valid;
    logic br_taken;
    logic [31:0] br_pc;
    logic [63:0] order;
} id_ex_t;
typedef struct packed {
    register_out_t reg_out;
    instruction_t instr;
    ctrl_word_t ctrl;
    logic [31:0] alu_out;
    logic br_en;
    logic [31:0] ir;
    logic valid;
    logic [63:0] mul_div_out;
    logic [63:0] order;
} ex_mem_t;
typedef struct packed {
    register_out_t reg_out;
    instruction_t instr;
    ctrl_word_t ctrl;
    logic [31:0] alu_out;
    logic br_en;
    logic [31:0] dmem_rdata;
    logic [31:0] ir;
    dmem_t dmem_all;
    logic  valid;
    logic [63:0] order;
} mem_wb_t;
typedef struct packed {
    logic        ctrl_hazard;  
    logic        br_taken;     
    logic [31:0] br_pc;        
    logic        br_addr_mis;  
    logic        br_t_mis;     
    logic        br_n_mis;     
} ctrl_packet;
endpackage : types
package pcmux;
typedef enum logic [1:0] {
    pc_plus4  = 2'b00
    ,alu_out  = 2'b01
    ,alu_mod2 = 2'b10
} pcmux_sel_t;
endpackage
package marmux;
typedef enum logic {
    pc_out = 1'b0
    ,alu_out = 1'b1
} marmux_sel_t;
endpackage
package cmpmux;
typedef enum logic {
    rs2_data = 1'b0
    ,i_imm   = 1'b1
} cmpmux_sel_t;
endpackage
package alumux;
typedef enum logic {
    rs1_data = 1'b0
    ,pc_out  = 1'b1
} alumux1_sel_t;
typedef enum logic [2:0] {
    i_imm    = 3'b000
    ,u_imm   = 3'b001
    ,b_imm   = 3'b010
    ,s_imm   = 3'b011
    ,j_imm   = 3'b100
    ,rs2_data = 3'b101
} alumux2_sel_t;
endpackage
package regfilemux;
typedef enum logic [3:0] {
    alu_out   = 4'b0000
    ,br_en    = 4'b0001
    ,u_imm    = 4'b0010
    ,lw       = 4'b0011
    ,pc_plus4 = 4'b0100
    ,lb        = 4'b0101
    ,lbu       = 4'b0110   
    ,lh        = 4'b0111
    ,lhu       = 4'b1000   
} regfilemux_sel_t;
endpackage
module prefetch_arbiter #(
    parameter logic[31:0] STRIDE = 32'h20
)(
    input  logic         clk,
    input  logic         rst,
    input  logic [31:0]  ipmem_address,
    input  logic         ipmem_read,
    output logic [255:0] ipmem_rdata,
    output logic         ipmem_resp,
    input  logic [31:0]  dpmem_address,
    input  logic         dpmem_read,
    input  logic         dpmem_write,
    input  logic [255:0] dpmem_wdata,
    output logic [255:0] dpmem_rdata,
    output logic         dpmem_resp,
    output logic [255:0] line_i,
    input  logic [255:0] line_o,
    output logic [31:0]  address_i,
    output logic         read_i,
    output logic         write_i,
    input  logic         resp_o
);
    logic [31:0]  prefetch_addr;
    logic [255:0] cacheline;
    logic         q_prefetch;
    enum int unsigned{
        IMEM,
        DMEM,
        IDLE,
        PREFETCH
    } state, next_state;
    always_ff @(posedge clk) begin
        if (rst) begin
            state      <= IDLE;
            q_prefetch <= '0;
        end else begin
            state <= next_state;
        end
        if (state == IMEM & resp_o) begin
            prefetch_addr <= ipmem_address + STRIDE;
            cacheline     <= ipmem_rdata;
            q_prefetch    <= dpmem_read | dpmem_write;
        end else if (state == PREFETCH) begin
            q_prefetch <= '0;
            if(resp_o) 
                cacheline <= line_o;
        end
    end
    always_comb begin
        next_state = IDLE;
        unique case(state)
            IMEM: begin
                if (resp_o | (ipmem_address == prefetch_addr)) begin
                    if (dpmem_read | dpmem_write) begin
                        next_state = DMEM;
                    end else begin
                        next_state = PREFETCH;
                    end
                end
                else next_state = IMEM;
            end
            DMEM: begin
                if (resp_o) begin
                    if      (ipmem_read) next_state = IMEM;
                    else if (q_prefetch) next_state = PREFETCH;
                    else                 next_state = IDLE;
                end
                else next_state = DMEM;
            end
            IDLE: begin
                if      (dpmem_read | dpmem_write)  next_state = DMEM;
                else if (ipmem_read)                next_state = IMEM;
                else                                next_state = IDLE;
            end
            PREFETCH: begin
                if (resp_o) begin
                    if      (dpmem_read | dpmem_write)  next_state = DMEM;
                    else if (ipmem_read)                next_state = IMEM;
                    else                                next_state = IDLE;
                end
                else next_state = PREFETCH;
            end
        endcase
    end
    always_comb begin
        read_i      = '0;
        write_i     = '0;
        ipmem_rdata = '0;
        ipmem_resp  = '0;
        dpmem_rdata = '0;
        dpmem_resp  = '0;
        line_i      = '0;
        address_i   = '0;
        case(state)
            IMEM: begin
                if(ipmem_address == prefetch_addr) begin
                    ipmem_rdata = cacheline;
                    ipmem_resp  = '1;
                end else begin
                    address_i   = ipmem_address;
                    ipmem_resp  = resp_o;
                    ipmem_rdata = line_o;
                    read_i      = '1;
                end
            end
            DMEM: begin
                address_i  = dpmem_address;
                dpmem_resp = resp_o;
                if (dpmem_read) begin
                    dpmem_rdata = line_o;
                    read_i      = '1;
                end else begin : dmem_write
                    line_i      = dpmem_wdata;
                    write_i     = '1;
                end : dmem_write
            end
            PREFETCH: begin
                address_i = prefetch_addr;
                read_i    = '1;
            end
        endcase
    end
endmodule : prefetch_arbiter
==> design/flow/run.sh <==
#!/bin/bash
# OpenROAD 26Q1-2900-gdf79404cd8, Yosys 0.63+post, stock flow scripts
make -C /OpenROAD-flow-scripts/flow DESIGN_CONFIG=/design/flow/config.mk WORK_HOME=/design/flow/orfs finish
==> design/flow/config.mk <==
export PLATFORM = sky130hd
export DESIGN_NAME = prefetch_arbiter
export DESIGN_NICKNAME = prefetch_arbiter
export VERILOG_FILES = /design/flow/design.v
export SDC_FILE = /design/flow/constraint.sdc
export NUM_CORES = 4
export LEC_CHECK = 1
export CORE_AREA = 10 10 530 530
export DIE_AREA = 0 0 540 540
==> design/flow/constraint.sdc <==
current_design prefetch_arbiter

set clk_period 36.0
set clk_io_pct 0.2

create_clock -name clk0 -period $clk_period [get_ports {clk}]

set non_clock_inputs [all_inputs -no_clocks]
set_input_delay [expr $clk_period * $clk_io_pct] -clock clk0 $non_clock_inputs
set_output_delay [expr $clk_period * $clk_io_pct] -clock clk0 [all_outputs]
==> flow_metrics.env <==
# yosys + openroad results
export IMPL_drc=0
export IMPL_finClkSkew_ns=0.05743
export IMPL_dr_first_iter_drc_count=1766
export IMPL_ir_drop_mv=0.02947
export IMPL_critPathLaunchType="primary input"
export IMPL_hold_path_class="reg2reg"
export IMPL_most_common_layout_cells="1384 x clkdlybuf4s50_1, 290 x o21ai_0, 289 x edfxtp_1"
export IMPL_cp_end_kind="output port"
export IMPL_final_setup_viol_count=0
export IMPL_io_pins=1386
export IMPL_ys_cells=2331
export IMPL_r2r_slack_ns=30.66
export IMPL_avgSynthCellArea_um2=9.194
export IMPL_tritoncts="yes"
export IMPL_cts_root_buf="clkbuf_16"
export IMPL_critPathTopFamily="buffers and inverters"
export IMPL_critPathBufInv=6
export IMPL_top_area_share_pct=40.50
export IMPL_antenna_found_initial=193
export IMPL_edf_count=289
export IMPL_ys_chip_area_um2=21430
export IMPL_firstDrtPassIters=5
export IMPL_gp_congestion=0.9681
export IMPL_max_freq_mhz=51.48
export IMPL_final_core_util_pct=15.08
export IMPL_routedWlPerCell_um=35.40
export IMPL_clk_latency_ns=0.69
export IMPL_synthArstFlopShare_pct=0
export IMPL_power_density_nw_per_um2=26.45
export IMPL_max_stage_delay_ns=0.57
export IMPL_worst_hold_path_endpoint="cacheline[88]"
export IMPL_die_area_um2=291600
export IMPL_cp_data_arrival_time_ns=12.22
export IMPL_swShare_pct=28.78
export IMPL_core_area_um2=268600
export IMPL_post_route_period_util_pct=53.96
export IMPL_slew_headroom_pct=39.75
export IMPL_fp_util_pct=7.978
export IMPL_hold_buffers=0
export IMPL_numCtsBuffers=44
export IMPL_die_height_um=540
export IMPL_final_common_cell="clkdlybuf4s50_1"
export IMPL_ys_seq_elements=293
export IMPL_slew_violations=0
export IMPL_whs_path_depth=1
export IMPL_crit_required_ns=28.80
export IMPL_r2r_end="cacheline[162]"
export IMPL_hold_path_startpoint="cacheline[88]"
export IMPL_cts_max_level=2
export IMPL_grtUsageTotal_pct=16.96
export IMPL_cts_setup_buffers=0
export IMPL_netlist_area_um2=21430
export IMPL_cts_sinks=293
export IMPL_ant_nets=0
export IMPL_viasPerCell=3.580
export IMPL_cp_max_fo=49
export IMPL_hpwl_mm=221.7
export IMPL_synthCells=2331
export IMPL_cp_cell_sequence="clkdlybuf4s50_1, xor2_1, nor4_1, and4_4, buf_4, buf_4, buf_4, buf_4, nand3_1, a21oi_1, clkdlybuf4s50_1"
export IMPL_worstSetupPathType="in2out"
export IMPL_gr_total_overflow=0
export IMPL_switching_power_mw=0.3083
export IMPL_p_clk_share_pct=41.4
export IMPL_grt_pass1_vias=25270
export IMPL_synth_top_flop_cell="edfxtp_1"
export IMPL_crit_slowest_cell="and4_4"
export IMPL_cts_buffer_depth=3
export IMPL_die_w_um=540
export IMPL_vias=25790
export IMPL_yosysWarningCount=1
export IMPL_maxCapViolations=0
export IMPL_hold_violations=0
export IMPL_fin_setup_tns_ns=0
export IMPL_drive_gt1_share_pct=3.774
export IMPL_cp_common_cell="buf_4"
export IMPL_cts_resized=0
export IMPL_r2r_start="prefetch_addr[15]"
export IMPL_leakagePower_nw=13.15
export IMPL_grt_pass1_wl_mm=313.2
export IMPL_crit_cells=11
export IMPL_reg2reg_depth=9
export IMPL_synth_area_leader_cell="edfxtp_1"
export IMPL_grt_start_max_net_pins=92
export IMPL_seq_area_frac_synth_pct=40.87
export IMPL_clkTransAtPathRegs_ns=0.06
export IMPL_worst_pin_slew_ns=0.9037
export IMPL_port_buffers=1385
export IMPL_num_rows=190
export IMPL_wirelength_mm=255.0
export IMPL_rsz0062_at_grt="no"
export IMPL_tool_warnings=26
export IMPL_topCellsByArea="edfxtp_1 40%, mux2_1 13%, and2_1 7.6%"
export IMPL_status="finished, final reports clean"
export IMPL_p_seq_share_pct=36.3
export IMPL_p_comb_share_pct=22.3
export IMPL_p_int_mw=0.7631
export IMPL_area_delta_synth_final_pct=88.99
export IMPL_synthDistinctLibCells=39
export IMPL_period_minus_slack_ns=19.42
## power by group through the flow
stage,clock network [mW],registers (mW),logic (mW)
after CTS,0.468,0.388,0.245
after global routing,0.473,0.389,0.256
final,0.444,0.389,0.239
## per-stage QoR
step	hold slack [ns]	worst slack, ns	instance area [µm²]	cells	power, mW
after CTS	0.5665	16.65	40310	7129	1.102
after global placement	0.5465	16.72	38940	7053	0.6385
after global routing	0.5729	16.31	40400	7161	1.118
final	0.5635	16.58	40500	7204	1.071
after floorplan	0.5232	17.27	21430	2331	0.4460
after detailed placement	0.5550	16.66	38940	7053	0.6389
## Yosys cell counts, types with 2 or more instances
master and number:
nor4_1 8, buf_8 11, a21oi_1 262, xnor2_1 23, buf_1 4, nand4_1 7, a22oi_1 32, nor3_1 4
nand2_1 9, and4_1 5, mux2_1 240, clkbuf_1 233, dfxtp_1 4, buf_2 3, and2_1 259, nor2_1 9
and3_1 258, xor2_1 33, buf_6 15, inv_1 36, or3_1 2, edfxtp_1 289, nand3_1 264, o21ai_0 291
mux2_2 16
## worst reg2reg max path, cell delays in order, from the launching register on
cell,delay (ns)
edfxtp_1,0.47
xor2_1,0.20
nor4_1,0.58
nand4_1,0.40
buf_4,0.39
nor3_4,0.60
buf_12,0.43
buf_4,0.80
buf_4,0.71
mux2_1,0.46
## area by class of cell
type / instances / area, µm²
Clock inverter: 21 / 229.0
Fill cell: 30020 / 228100
Multi-Input combinational cell: 1734 / 11310
Clock buffer: 55 / 1142
Timing Repair Buffer: 1437 / 14280
Tap cell: 3552 / 4444
Inverter: 37 / 146.4
Antenna cell: 75 / 187.7
Sequential cell: 293 / 8762
## how the worst max path moves through the flow
stage | from | end | slack [ns]
global route | ipmem_address[19] | ipmem_rdata[165] | 16.31
finish | ipmem_address[19] | ipmem_rdata[171] | 16.58
CTS | ipmem_address[19] | ipmem_rdata[164] | 16.65
## layer usage
layer / GRT usage [%] / vias up / routed length [µm]
li1: - / 11070 / -
met4: 5.827 / 96 / 12580
met2: 26.50 / 1694 / 112700
met1: 18.43 / 12540 / 90640
met3: 11.28 / 392 / 38460
met5: 0 / - / 634
## registers in the layout, indices dropped and copies added (netlist names)
| register | flops |
|---|---|
| cacheline | 256 |
| prefetch_addr | 32 |
| state | 4 |
| q_prefetch | 1 |
## logic make-up (layout without fill, tap and decap cells)
group,count (synthesis),in the layout,share of synthesized area [%]
compound gates,590,590,14.22
simple gates,831,831,22.65
fa+ha+maj,1,1,0.05837
other cells,0,75,0
flops,293,293,40.87
buf+inv,304,1550,6.463
xor+xnor,56,56,2.289
mux,256,256,13.45
Power is estimated from default activity; no workload was simulated.
